`/design/flow/design.v`:
```
module top (x0, x1, x2, x3, w04, w05, w06, w07, w14, w15, w16, w17, w24, w25, w26, w27, w34, w35, w36, 
w37, w48, w58, w49, w59, w68, w69, w78, w79, out0, out1, in_ready, out0_ready, out1_ready, clk); 
input [4:0] x0, x1, x2, x3, w04, w05, w06, w07, w14, w15, w16, w17, w24, w25, w26, w27, w34, w35, w36, w37, 
w48, w58, w49, w59, w68, w69, w78, w79; 
input in_ready; 
input clk; 
output [16:0] out0, out1; 
output out0_ready, out1_ready; 
reg signed [4:0] w0, w1, w2, w3;
reg signed [11:0] w4, w5, w6, w7;
reg signed [11:0] w4_relu, w5_relu, w6_relu, w7_relu;
reg signed [11:0] a4, a5, a6, a7;
reg signed [16:0] w8, w9;
reg signed [16:0] a8, a9;
  wire signed [4:0] wt04, wt05, wt06, wt07;
  wire signed [4:0] wt14, wt15, wt16, wt17;
  wire signed [4:0] wt24, wt25, wt26, wt27;
  wire signed [4:0] wt34, wt35, wt36, wt37;
  wire signed [4:0] wt48, wt58, wt68, wt78;
  wire signed [4:0] wt49, wt59, wt69, wt79;
assign out0 = a8;
assign out1 = a9;
assign wt04 = w04;
assign wt14 = w14;
assign wt24 = w24;
assign wt34 = w34;
assign wt05 = w05;
assign wt15 = w15;
assign wt25 = w25;
assign wt35 = w35;
assign wt06 = w06;
assign wt16 = w16;
assign wt26 = w26;
assign wt36 = w36;
assign wt07 = w07;
assign wt17 = w17;
assign wt27 = w27;
assign wt37 = w37;
assign wt48 = w48;
assign wt58 = w58;
assign wt68 = w68;
assign wt78 = w78;
assign wt49 = w49;
assign wt59 = w59;
assign wt69 = w69;
assign wt79 = w79;
reg stage1, stage2, stage3, stage4, stage5, stage6;
always@(posedge clk) begin
	if(in_ready) begin
		w0 <= x0;
		w1 <= x1;
		w2 <= x2;
		w3 <= x3;	
		stage1 <= 1'b1;
	end
	else begin
		stage1 <= 1'b0;	
	end
	if(stage1 && in_ready) begin
      w4 <= (w0*wt04) + (w3*wt34) + (w2*wt24) + (w1*wt14);
      w5 <= (w0*wt05) + (w3*wt35) + (w2*wt25) + (w1*wt15);
      w6 <= (w0*wt06) + (w3*wt36) + (w2*wt26) + (w1*wt16);
      w7 <= (w0*wt07) + (w3*wt37) + (w2*wt27) + (w1*wt17);
		stage2 <= 1'b1;
	end
	else begin
		stage2 <= 1'b0;	
	end
	if(stage2 && in_ready) begin
		w4_relu <= (w4[11]==1'b1) ? 0 : w4;
		w5_relu <= (w5[11]==1'b1) ? 0 : w5;
		w6_relu <= (w6[11]==1'b1) ? 0 : w6;
		w7_relu <= (w7[11]==1'b1) ? 0 : w7;	
		stage3 <= 1'b1;
	end
	else begin
		stage3 <= 1'b0;	
	end
	if(stage3 && in_ready) begin
		a4 <= w4_relu;
		a5 <= w5_relu;
		a6 <= w6_relu;
		a7 <= w7_relu;	
		stage4 <= 1'b1;
	end
	else begin
		stage4 <= 1'b0;	
	end
	if(stage4 && in_ready) begin
      w8 <= (a4*wt48) + (a5*wt58) + (a6*wt68) + (a7*wt78);
      w9 <= (a4*wt49) + (a5*wt59) + (a6*wt69) + (a7*wt79);	
		stage5 <= 1'b1;
	end
	else begin
		stage5 <= 1'b0;	
	end
	if(stage5 && in_ready) begin
		a8 <= w8;
		a9 <= w9;	
		stage6 <= 1'b1;
	end
	else begin
		stage6 <= 1'b0;	
	end
end
assign out0_ready = stage6;
assign out1_ready = stage6;
endmodule 
```
`/design/flow/run.sh`:
```
#!/bin/bash
# OpenROAD 26Q1-2900-gdf79404cd8, Yosys 0.63+post, stock flow scripts
make -C /OpenROAD-flow-scripts/flow DESIGN_CONFIG=/design/flow/config.mk WORK_HOME=/design/flow/orfs finish
```
`/design/flow/config.mk`:
```
export PLATFORM = sky130hd
export DESIGN_NAME = top
export DESIGN_NICKNAME = top
export VERILOG_FILES = /design/flow/design.v
export SDC_FILE = /design/flow/constraint.sdc
export NUM_CORES = 4
export LEC_CHECK = 1
export CORE_UTILIZATION = 50
```
`/design/flow/constraint.sdc`:
```
current_design top

set clk_period 15.6
set clk_io_pct 0.2

create_clock -name clk0 -period $clk_period [get_ports {clk}]

set non_clock_inputs [all_inputs -no_clocks]
set_input_delay [expr $clk_period * $clk_io_pct] -clock clk0 $non_clock_inputs
set_output_delay [expr $clk_period * $clk_io_pct] -clock clk0 [all_outputs]
```
==> results.py <==
# Generated from Yosys and OpenROAD reports
metrics = {
    "detailed_routing": {
        "firstDrtPassIters": 4,
        "wirelength_um": 87100,
        "drc": 0,
        "routedWlPerCell_um": 16.1,
        "wl_met2_um": 43100,
        "via_count": 25700,
        "vias_per_cell": 4.74,
        "detail-route-antenna-nets": 0,
        "drtIter0Drc": 722,
        "wl_met3_um": 5590,
        "highest_layer": "met4",
        "met1_length_um": 36500,
    },
    "finish": {
        "area_growth_syn_to_layout_pct": 9.46,
        "layout-drive-gt1-share": 0.0222,
        "fin_cells": 5418,
    },
    "clocking": {
        "post_cts_buffers": 0,
        "clock_latency_ns": 0.61,
        "clkSinkCount": 230,
        "htreeDepth": 1,
        "cts_tree": "done",
        "cts_resized": 0,
        "cts_hold_buf": 0,
        "clkTransAtPathRegs_ns": 0.06,
        "cts_root_buffer": "clkbuf_16",
        "clk_path_buf_depth": 3,
        "cts_buffers": 29,
    },
    "setup_path": {
        "criticalPathCategory": "primary input to register",
        "r2r_setup_slack_ns": 9.09,
        "crit_path_end": "w8[15]",
        "end_kind": "register",
        "cpPeakStageDelay_ns": 0.75,
        "path_cells": "clkdlybuf4s50_1 -> nor2b_1 -> fa_1 -> inv_1 -> fa_1 -> inv_1 -> fa_1 -> fa_1 -> fa_1 -> fa_1 -> inv_1 -> fa_1 -> inv_1 -> ha_1 -> a2111oi_0 -> o21ai_1 -> a41oi_2 -> o2bb2ai_2 -> o211ai_1",
        "slowest_stage": "clkdlybuf4s50_1",
        "startpoint": "w78[4]",
        "reg2regPathDepth": 19,
        "required_ns": 15.95,
        "r2r-start": "w2[4]",
        "worstPathArrival_ns": 9.38,
        "crit_path_frequent_cell": "fa_1",
        "cp-start-kind": "primary input",
        "critical_path.max_fanout": 14,
        "reg2reg_to": "w5[11]",
    },
    "global_routing": {
        "track_usage": 0.242,
        "first_global_vias": 28200,
        "grt_start_max_net_pins": 46,
        "antenna_found_initial": 3,
        "grt_overflow": 0,
        "grt_pass1_wl_um": 148000,
    },
    "placement": {
        "placed_cells": 5362,
        "dp_hpwl_um": 74500,
        "place_congestion": 0.932,
        "io_buffers": 177,
    },
    "floorplanning": {
        "pin_count": 178,
        "die-area_um2": 86100,
        "die-height_um": 293,
        "fp_util": 0.507,
        "die_w_um": 293,
        "core_area_um2": 83800,
        "std_cell_rows": 106,
    },
    "yosys": {
        "yosysWarningCount": 1,
        "synthesis.area_um2": 42500,
        "synth_cell_type_count": 48,
        "ys_area_um2": 42500,
        "ys_seq_frac": 0.161,
        "edf_count": 224,
        "syn_area_per_cell_um2": 10.3,
        "synthFlopType": "edfxtp_1",
        "synth_cells": 4141,
        "async_flop_share": 0,
        "ys_cells": 4141,
        "ys_ff": 230,
    },
    "run": {
        "max_cap_viol_count": 0,
        "warning_count": 47,
    },
    "sta": {
        "setup_tns_ns": 0,
        "slew_viol_final": 0,
        "clock_skew_ns": 0.0445,
        "rsz0062_at_grt": "no",
        "tightest_slew_ns": 0.698,
        "finalSetupViolCount": 0,
        "clock.fmax_mhz": 111,
        "min_period_ns": 9.03,
        "finalHoldViolCount": 0,
        "relSlewSlack": 0.534,
        "final.period_utilization": 0.579,
        "hold_ws_ns": 0.378,
    },
    "worst_hold_path": {
        "worstHoldStart": "w7_relu[2]",
        "hp-class": "register to register",
    },
    "status": {
        "status": "completed",
    },
}
critical path: cells and delay by family:
family / cells / cell delay (ns)
fa+ha+maj: 8 / 3.81
compound gates: 5 / 1.18
simple gates: 1 / 0.31
buf+inv: 5 / 0.95
routing by layer:
| layer | global-route usage | vias up |
|---|---|---|
| met5 | 0.00284 | - |
| met4 | 0.0393 | 0 |
| met3 | 0.0630 | 82 |
| met2 | 0.381 | 607 |
| met1 | 0.373 | 12800 |
| li1 | - | 12200 |
logic make-up after synthesis:
kind of cell	after synthesis	synth area share
AND-OR/OR-AND	131	0.0202
AND/OR/NAND/NOR	1000	0.122
XOR/XNOR	131	0.0270
buffers and inverters	1326	0.117
adder cells (fa/ha/maj)	1319	0.552
flip-flops	230	0.161
multiplexers	4	0.000943
how the worst min path moves through the flow:
stage                    to  slack [ns]  cells after the start
after CTS             a4[1]        0.35                      0
final                 a7[2]        0.38                      0
after global routing  a6[6]        0.37                      0
cell usage in the layout, fill, tap and decap left out, drive strengths merged, types with 46 or more instances in the layout:
cell type	synthesis	layout
edfxtp	224	224
nand2	355	355
o21ai	46	46
ha	396	396
fa	923	923
nand2b	94	94
nor2	82	82
xnor2	116	116
nor2b	88	88
inv	1207	1212
clkdlybuf4s50	0	177
and2	353	353
metrics by stage:
step           worst slack, ns  utilization  instance area, µm²
2_1_floorplan             6.98            -               42500
3_3_place_gp              6.04        0.542               45400
3_5_place_dp              5.99        0.542               45400
4_1_cts                   6.66        0.555               46500
5_1_grt                   6.22        0.555               46500
6_report                  6.57        0.555               46500
cell usage after synthesis (all sizes together) (5+ instances only):
master  instances  share of area
inv          1207           0.11
fa            923           0.44
ha            396           0.12
nand2         355          0.031
and2          353          0.052
edfxtp        224           0.16
clkbuf        118          0.010
xnor2         116          0.024
nand2b         94          0.014
nor2b          88          0.013
nor2           82         0.0072
o21ai          46         0.0058
a21oi          30         0.0039
xor2           15         0.0031
o21a           12         0.0021
a21o            9         0.0016
a31oi           7         0.0012
and3            6        0.00088
dfxtp           6         0.0028
o21bai          6         0.0011
a21boi          5        0.00088
nand3           5        0.00059
nor3            5        0.00059
or4             5        0.00097
area by class of cell:
type,count,area [µm²]
well taps,1134,1420
inverters,1207,4530
diodes,2,5.00
clock buffers,30,729
flip-flops and latches,230,6850
clock inverters,24,318
fillers,7404,37300
multi-input cells,2585,30600
repair buffers,206,1990
flip-flops by register name, summed over array words and instances, names as in the netlist, 12 cells and up:
register and cells:
a8 17, a9 17, w8 17, w9 17, w4 12, w5 12
w6 12, w7 12
