--- config.mk ---
export PLATFORM = sky130hd
export DESIGN_NAME = dnn
export DESIGN_NICKNAME = dnn
export VERILOG_FILES = /design/flow/design.v
export SDC_FILE = /design/flow/constraint.sdc
export NUM_CORES = 4
export LEC_CHECK = 1
export CORE_UTILIZATION = 30
--- run.sh ---
#!/bin/bash
# OpenROAD 26Q1-2900-gdf79404cd8, Yosys 0.63+post, stock flow scripts
make -C /OpenROAD-flow-scripts/flow DESIGN_CONFIG=/design/flow/config.mk WORK_HOME=/design/flow/orfs finish
--- design.v ---
module dnn(
    x0, x1, x2, x3,
    fA0, fA1, fA2, fA3,
    fB0, fB1, fB2, fB3,
    A4, A5, A6, A7, 
    B4, B5, B6, B7,
    w04, w05, w06, w07, 
    w14, w15, w16, w17, 
    w24, w25, w26, w27, 
    w34, w35, w36, w37, 
    w48, w58, 
    w49, w59, 
    w68, w69, 
    w78, w79, 
    Y4, Y5, Y6, Y7,  
    out0, out1,  
    in_ready,  
    out0_ready, out1_ready,  
    clk
); 
input clk; 
input [4:0] w04, w05, w06, w07, w14, w15, w16, w17, w24, w25, w26, w27, w34, w35, w36, w37, w48, w58, w49, w59, w68, w69, w78, w79;
input signed [4:0] x0, x1, x2, x3;
input signed [4:0] fA0, fA1, fA2, fA3, fB0, fB1, fB2, fB3;
input signed [13:0] A4, A5, A6, A7, B4, B5, B6, B7; 
input in_ready; 
output [20:0] out0, out1; 
output signed [13:0] Y4, Y5, Y6, Y7;
output out0_ready, out1_ready; 
reg signed [6:0] w0, w1, w2, w3;
reg signed [13:0] w4, w5, w6, w7;
reg signed [13:0] w4_relu, w5_relu, w6_relu, w7_relu;
reg signed [15:0] a4, a5, a6, a7;
reg signed [20:0] w8, w9;
reg signed [20:0] a8, a9;
  wire signed [4:0] wt04, wt05, wt06, wt07;
  wire signed [4:0] wt14, wt15, wt16, wt17;
  wire signed [4:0] wt24, wt25, wt26, wt27;
  wire signed [4:0] wt34, wt35, wt36, wt37;
  wire signed [4:0] wt48, wt58, wt68, wt78;
  wire signed [4:0] wt49, wt59, wt69, wt79;
assign out0 = a8;
assign out1 = a9;
assign wt04 = w04;
assign wt14 = w14;
assign wt24 = w24;
assign wt34 = w34;
assign wt05 = w05;
assign wt15 = w15;
assign wt25 = w25;
assign wt35 = w35;
assign wt06 = w06;
assign wt16 = w16;
assign wt26 = w26;
assign wt36 = w36;
assign wt07 = w07;
assign wt17 = w17;
assign wt27 = w27;
assign wt37 = w37;
assign wt48 = w48;
assign wt58 = w58;
assign wt68 = w68;
assign wt78 = w78;
assign wt49 = w49;
assign wt59 = w59;
assign wt69 = w69;
assign wt79 = w79;
assign Y4 = w4_relu;
assign Y5 = w5_relu;
assign Y6 = w6_relu;
assign Y7 = w7_relu;
reg stage1, stage2, stage3, stage4, stage5, stage6;
always@(posedge clk) begin
	if(in_ready) begin
		w0 <= x0 + fA0 + fB0;
		w1 <= x1 + fA1 + fB1;
		w2 <= x2 + fA2 + fB2;
		w3 <= x3 + fA3 + fB3;	
		stage1 <= 1'b1;
	end
	else begin
		stage1 <= 1'b0;	
	end
	if(stage1 && in_ready) begin
      w4 <= (w0*wt04) + (w3*wt34) + (w2*wt24) + (w1*wt14);
      w5 <= (w0*wt05) + (w3*wt35) + (w2*wt25) + (w1*wt15);
      w6 <= (w0*wt06) + (w3*wt36) + (w2*wt26) + (w1*wt16);
      w7 <= (w0*wt07) + (w3*wt37) + (w2*wt27) + (w1*wt17);
		stage2 <= 1'b1;
	end
	else begin
		stage2 <= 1'b0;	
	end
	if(stage2 && in_ready) begin
		w4_relu <= (w4[13]==1'b1) ? 0 : w4;
		w5_relu <= (w5[13]==1'b1) ? 0 : w5;
		w6_relu <= (w6[13]==1'b1) ? 0 : w6;
		w7_relu <= (w7[13]==1'b1) ? 0 : w7;	
		stage3 <= 1'b1;
	end
	else begin
		stage3 <= 1'b0;	
	end
	if(stage3 && in_ready) begin
		a4 <= w4_relu + A4 + B4;
		a5 <= w5_relu + A5 + B5;
		a6 <= w6_relu + A6 + B6;
		a7 <= w7_relu + A7 + B7;
		stage4 <= 1'b1;
	end
	else begin
		stage4 <= 1'b0;	
	end
	if(stage4 && in_ready) begin
      w8 <= (a4*wt48) + (a5*wt58) + (a6*wt68) + (a7*wt78);
      w9 <= (a4*wt49) + (a5*wt59) + (a6*wt69) + (a7*wt79);	
		stage5 <= 1'b1;
	end
	else begin
		stage5 <= 1'b0;	
	end
	if(stage5 && in_ready) begin
		a8 <= w8;
		a9 <= w9;	
		stage6 <= 1'b1;
	end
	else begin
		stage6 <= 1'b0;	
	end
end
assign out0_ready = stage6;
assign out1_ready = stage6;
endmodule 
--- constraint.sdc ---
current_design dnn

set clk_period 17.4
set clk_io_pct 0.2

create_clock -name clk0 -period $clk_period [get_ports {clk}]

set non_clock_inputs [all_inputs -no_clocks]
set_input_delay [expr $clk_period * $clk_io_pct] -clock clk0 $non_clock_inputs
set_output_delay [expr $clk_period * $clk_io_pct] -clock clk0 [all_outputs]
==> ci_impl_report.md <==
### Metrics collected by this job

| Metric | Value |
|---|---|
| Avg Cell Area, Syn | 10.1 µm² |
| Area leader, netlist | fa_1 |
| Delay of the slowest cell on the worst path | 790 ps |
| Clk sinks | around 290 |
| Yosys adder share | 0.556 |
| Async S/R FF share, synth | 0 |
| Synth Seq Share | 0.142 |
| Max-cap violation count | 0 |
| Largest net degree at the start of global routing | 57 |
| Vias | between 30000 and 40000 |
| Fin Hold WS | 412 ps |
| Top cells by count | 1628 x inv_1, 1366 x fa_1, 564 x nand2_1 |
| Vias in the first global route | ~43000 |
| Logic area | 45500 µm² |
| Register area | 8650 µm² |
| Worst Tran Pin Value | 813 ps |
| R2r worst-path depth | 20 |
| Hold bufs inserted after CTS | 0 |
| Post-Syn Area | 60900 µm² |
| Total CTS buffers | roughly 41 |
| Worst Skew | 41.9 ps |
| Drt pass-1 iters | 6 |
| GR Util met1 | 0.216 |
| Main kind of combinational logic by area | adder cells |
| Setup CP Type | in2reg |
| Row Count | 164 |
| CP arrival | 10330 ps |
| Yosys xor share | 0.0330 |
| Setup TNS | 0 ps |
| Largest fanout on the critical path | 16 |
| FP Util | 0.303 |
| Layout cell share with drive strength beyond 1 | 0.0217 |
| CTS tree | done |
| Clock latency on the worst-skew pair | roughly 640 ps |
| Most crowded layer after global routing | met2 |
| Synth warn | 1 |
| Yosys aoi share | 0.0323 |
| Simple Share, Synth | 0.124 |
| DR DRC count | 0 |
| Period utilisation layout | 0.574 |
| Ports | 394 |
| WL final | roughly 150 mm |
| Die Y | 452 µm |
| Core Area | between 200000 and 250000 µm² |
| Dominant cell area share | 0.449 |
| RR Endpoint | w9[20]$_DFFE_PP_ |
| Number of port buffers | 389 |
| Required @ worst endpoint | 17740 ps |
| Slew Viols, Final | 0 |
| Final GP Congestion | 0.902 |
| Biggest area cells | fa_1 45%, edfxtp_1 14%, ha_1 11% |
| Routed len/inst | 16.9 µm |
| Met2 Usage GRT | 0.276 |
| RSZ-0062 raised after global routing | false |
| Fillers | 19835 |
| Post-synth regs | 290 |
| Yosys top cell by instances | inv_1 |
| Antenna violations before repair | 12 |
| Final hold viol count | 0 |
| Hold WC Path Type | reg2reg |
| Slowest-stage cell, CP | clkdlybuf4s50_1 |
| EDFF count, synth | ~280 |
| Setup repair bufs after CTS | 0 |
| Final min period | 9990 ps |
| Initial DRC Count | 1389 |
| Top FF cell, synth | edfxtp_1 |
| First-pass GRT wire length | 243 mm |
| Startpoint Class | input pin |
| Grt total ovfl | 0 |
| Status | finished clean |
| Die width | 452 µm |
| Global routing usage on met3 | 0.0525 |
| Post-synth cell types | ~73 |
| Nature of the critical path endpoint | flip-flop |
| Post-cts resize count | 0 |
| Crit-path cells | clkdlybuf4s50_1, and2_1, fa_1, inv_1, fa_1, inv_1, fa_1, inv_1, fa_1, fa_1, fa_1, inv_1, fa_1, ha_1, nor2b_1, o31a_1, o41ai_4, a31oi_1, a221oi_2, o21ai_1, xor2_1 |
| H-tree depth | 2 |
| # Cells Yosys | around 6000 |
| Area growth syn-to-layout | 13.6% |
| Yosys chip area | 60900 µm² |
| Die ar. | ~200000 µm² |
| Root Driver | clkbuf_16 |
| Mux area share | 0.00152 |
| Setup violations, final | 0 |
| Vias per cell | 4.35 |
| Final core occ | 0.345 |
| Detail Route Antenna Nets | 0 |
| Max-slew headroom at the worst pin | 0.457 |
| Setup crit end | w9[20]$_DFFE_PP_ |
| HPWL after DPL | ~130 mm |
| Worst-path clk slew | approximately 60 ps |
| Mapped Cells | 6012 |
| Reg2Reg Setup Slack | approximately 10000 ps |
| GRT Resource Usage Total | 0.165 |
| Critical R2R Launch | a6[3]$_DFFE_PP_ |
| FMAX | 100 MHz |
| Worst Setup SP | w69[1] |
| Tool warnings | roughly 55 |
| Bufs on Longest Clock Path | 3 |
| CP dominant cell by count | fa_1 |
==> metrics by stage <==
stage          cell area [µm²]  setup slack [ps]  std cells
2_1_floorplan            60900              8000       6015
3_3_place_gp             67800              6710       8934
3_5_place_dp             67800              6770       8934
4_1_cts                  69200              7470       9009
5_1_grt                  69200              6900       9012
6_report                 69200              7410       9012
==> layout make-up <==
| type | count | share of cell area |
|---|---|---|
| clock inverter | 28 | 0.00409 |
| antenna | 3 | 0.000109 |
| sequential | 290 | 0.125 |
| clock buffer | 47 | 0.0159 |
| tap | 2656 | 0.0480 |
| multi-input combinational | 3927 | 0.657 |
| inverter | 1628 | 0.0884 |
| timing repair buffer | 433 | 0.0610 |
==> worst max-delay path, delay by kind of cell <==
family,cells,cell delay [ps]
AND-OR/OR-AND,5,1420
buffers and inverters,5,990
AND/OR/NAND/NOR,2,510
adder cells (fa/ha/maj),8,3760
XOR/XNOR,1,150
==> routing by layer <==
layer / wire length, µm / vias up
li1: - / 18229
met1: 59700 / 19658
met2: 77100 / 1195
met3: 11800 / 119
met4: 3220 / 4
met5: 27 / -
==> cell usage in the layout (no fill, tap or decap), drive strengths merged, types with 5 or more instances in the layout <==
| cell type | n |
|---|---|
| or3 | 6 |
| a31oi | 9 |
| nand2 | 564 |
| clkinv | 13 |
| nand2b | 118 |
| a21oi | 83 |
| fa | 1366 |
| a311oi | 5 |
| o31a | 7 |
| nor2b | 123 |
| ha | 518 |
| mux2i | 7 |
| clkbuf | 47 |
| nor2 | 165 |
| o21ai | 74 |
| nand3 | 11 |
| clkdlybuf4s50 | 388 |
| xor2 | 27 |
| and2 | 460 |
| edfxtp | 284 |
| inv | 1637 |
| o211ai | 9 |
| and3 | 14 |
| o21bai | 7 |
| o21a | 19 |
| xnor2 | 202 |
| a21boi | 5 |
| a21o | 31 |
| a211oi | 13 |
| dfxtp | 6 |
| nor3 | 21 |
| buf | 45 |
==> kinds of logic after synthesis <==
kind of cell               count (synthesis)
adders and majority gates               1884
buffers and inverters                   1798
DFF                                      290
and+or+nand+nor                         1502
xor gates and xnor gates                 229
AOI/OAI and AO/OA                        299
other                                      1
muxes                                      9
==> state kept, by name, indices dropped and copies added, names as in the netlist, 16 cells and up <==
register / cells
a8: 21
w9: 21
a6: 16
w8: 21
a5: 16
a4: 16
a7: 16
a9: 21
==> how the worst min path moves through the flow <==
stage / startpoint / to / slack (ps) / cells past startpoint
CTS: w8[9]$_DFFE_PP_ / a8[9]$_DFFE_PP_ / 410 / 0
finish: w8[9]$_DFFE_PP_ / a8[9]$_DFFE_PP_ / 410 / 0
global route: w8[9]$_DFFE_PP_ / a8[9]$_DFFE_PP_ / 420 / 0
